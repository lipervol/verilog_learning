## run.sh

```bash
#!/bin/bash
# OpenROAD 26Q1-2900-gdf79404cd8, Yosys 0.63+post, stock flow scripts
make -C /OpenROAD-flow-scripts/flow DESIGN_CONFIG=/design/flow/config.mk WORK_HOME=/design/flow/orfs finish
```

## config.mk

```make
export PLATFORM = sky130hd
export DESIGN_NAME = myname
export DESIGN_NICKNAME = myname
export VERILOG_FILES = /design/flow/design.v
export SDC_FILE = /design/flow/constraint.sdc
export NUM_CORES = 4
export LEC_CHECK = 1
export CORE_UTILIZATION = 30
export SYNTH_HDL_FRONTEND = slang
```

## constraint.sdc

```tcl
current_design myname

set clk_period 6.6
set clk_io_pct 0.2

create_clock -name clk0 -period $clk_period [get_ports {clk}]

set non_clock_inputs [all_inputs -no_clocks]
set_input_delay [expr $clk_period * $clk_io_pct] -clock clk0 $non_clock_inputs
set_output_delay [expr $clk_period * $clk_io_pct] -clock clk0 [all_outputs]
```

## design.v

```verilog
module myname(M,dotout,selout,clk);
input clk;
output reg[3:0] M=4'b0110;
output reg[15:0] dotout=16'h0000;
output reg[3:0] selout=4'b0000;
reg[15:0] data[0:15];
integer i=0;
always@(posedge clk) begin
if(i<15) begin
	i=i+1;
	selout=selout+1;
	dotout<=data[i];
end else begin
	i=0;
	selout=4'b0000;
	dotout<=data[i];
end
end
reg[11:0] counter=12'h000;
reg[3:0] status=4'b0000; 
always@(posedge clk) begin
if(counter==500) begin
	counter=12'h000;
	status=status+1;
end 
else begin
	counter=counter+1;
end
if(status==13) begin
	status=0;
end
case(status)
	0:begin data[0]<=16'h1004;data[1]<=16'h0804;data[2]<=16'h0804;data[3]<=16'hffa4;data[4]<=16'h0224;data[5]<=16'h4224;data[6]<=16'h2224;data[7]<=16'h1424;data[8]<=16'h1424;data[9]<=16'h0824;data[10]<=16'h0824;data[11]<=16'h1424;data[12]<=16'h2404;data[13]<=16'h4204;data[14]<=16'h8214;data[15]<=16'h0008;end
	1:begin data[0]<=16'h0000;data[1]<=16'h3e7c;data[2]<=16'h2244;data[3]<=16'h2244;data[4]<=16'h2244;data[5]<=16'h3e7c;data[6]<=16'h2244;data[7]<=16'h2244;data[8]<=16'h2244;data[9]<=16'h3e7c;data[10]<=16'h2244;data[11]<=16'h2244;data[12]<=16'h2244;data[13]<=16'h4284;data[14]<=16'h4a94;data[15]<=16'h8508;end
	2:begin data[0]<=16'h0200;data[1]<=16'h0100;data[2]<=16'h7ffe;data[3]<=16'h4002;data[4]<=16'h8074;data[5]<=16'h1f80;data[6]<=16'h1000;data[7]<=16'h1000;data[8]<=16'h1ff8;data[9]<=16'h1080;data[10]<=16'h1080;data[11]<=16'hfffe;data[12]<=16'h0000;data[13]<=16'h0840;data[14]<=16'h1020;data[15]<=16'h2010;end
	3:begin data[0]<=16'h0000;data[1]<=16'h0000;data[2]<=16'h0f80;data[3]<=16'h08c0;data[4]<=16'h0060;data[5]<=16'h0020;data[6]<=16'h0060;data[7]<=16'h0040;data[8]<=16'h00c0;data[9]<=16'h0080;data[10]<=16'h0300;data[11]<=16'h0e10;data[12]<=16'h1ff0;data[13]<=16'h0000;data[14]<=16'h0000;data[15]<=16'h0000;end
	4:begin data[0]<=16'h0000;data[1]<=16'h03c0;data[2]<=16'h07e0;data[3]<=16'h0c30;data[4]<=16'h0810;data[5]<=16'h1818;data[6]<=16'h1818;data[7]<=16'h1818;data[8]<=16'h1818;data[9]<=16'h1818;data[10]<=16'h0810;data[11]<=16'h0c30;data[12]<=16'h07e0;data[13]<=16'h03c0;data[14]<=16'h0000;data[15]<=16'h0000;end
	5:begin data[0]<=16'h0000;data[1]<=16'h0180;data[2]<=16'h0380;data[3]<=16'h0180;data[4]<=16'h0180;data[5]<=16'h0180;data[6]<=16'h0180;data[7]<=16'h0180;data[8]<=16'h0180;data[9]<=16'h0180;data[10]<=16'h0180;data[11]<=16'h0180;data[12]<=16'h0180;data[13]<=16'h03c0;data[14]<=16'h0000;data[15]<=16'h0000;end
	6:begin data[0]<=16'h0000;data[1]<=16'h03c0;data[2]<=16'h07e0;data[3]<=16'h0c30;data[4]<=16'h0c30;data[5]<=16'h0c30;data[6]<=16'h0660;data[7]<=16'h03c0;data[8]<=16'h03c0;data[9]<=16'h0660;data[10]<=16'h0c30;data[11]<=16'h0c30;data[12]<=16'h0c30;data[13]<=16'h07e0;data[14]<=16'h03c0;data[15]<=16'h0000;end
	7:begin data[0]<=16'h0000;data[1]<=16'h03c0;data[2]<=16'h07e0;data[3]<=16'h0c30;data[4]<=16'h0810;data[5]<=16'h1818;data[6]<=16'h1818;data[7]<=16'h1818;data[8]<=16'h1818;data[9]<=16'h1818;data[10]<=16'h0810;data[11]<=16'h0c30;data[12]<=16'h07e0;data[13]<=16'h03c0;data[14]<=16'h0000;data[15]<=16'h0000;end
	8:begin data[0]<=16'h0000;data[1]<=16'h0040;data[2]<=16'h00c0;data[3]<=16'h01c0;data[4]<=16'h03c0;data[5]<=16'h06c0;data[6]<=16'h0cc0;data[7]<=16'h18c0;data[8]<=16'h3ffc;data[9]<=16'h00c0;data[10]<=16'h00c0;data[11]<=16'h00c0;data[12]<=16'h00c0;data[13]<=16'h00c0;data[14]<=16'h00c0;data[15]<=16'h0000;end
	9:begin data[0]<=16'h0000;data[1]<=16'h03c0;data[2]<=16'h07e0;data[3]<=16'h0c30;data[4]<=16'h0810;data[5]<=16'h1818;data[6]<=16'h1818;data[7]<=16'h1818;data[8]<=16'h1818;data[9]<=16'h1818;data[10]<=16'h0810;data[11]<=16'h0c30;data[12]<=16'h07e0;data[13]<=16'h03c0;data[14]<=16'h0000;data[15]<=16'h0000;end
	10:begin data[0]<=16'h0000;data[1]<=16'h0000;data[2]<=16'h0f80;data[3]<=16'h08c0;data[4]<=16'h0060;data[5]<=16'h0020;data[6]<=16'h0060;data[7]<=16'h0040;data[8]<=16'h00c0;data[9]<=16'h0080;data[10]<=16'h0300;data[11]<=16'h0e10;data[12]<=16'h1ff0;data[13]<=16'h0000;data[14]<=16'h0000;data[15]<=16'h0000;end
	11:begin data[0]<=16'h0000;data[1]<=16'h0000;data[2]<=16'h07e0;data[3]<=16'h0ff0;data[4]<=16'h0c30;data[5]<=16'h0c30;data[6]<=16'h0c30;data[7]<=16'h0ff0;data[8]<=16'h07f0;data[9]<=16'h0030;data[10]<=16'h0830;data[11]<=16'h0c30;data[12]<=16'h0c70;data[13]<=16'h07e0;data[14]<=16'h0000;data[15]<=16'h0000;end
	12:begin data[0]<=16'h0000;data[1]<=16'h0000;data[2]<=16'h0f80;data[3]<=16'h08c0;data[4]<=16'h0060;data[5]<=16'h0020;data[6]<=16'h0060;data[7]<=16'h0040;data[8]<=16'h00c0;data[9]<=16'h0080;data[10]<=16'h0300;data[11]<=16'h0e10;data[12]<=16'h1ff0;data[13]<=16'h0000;data[14]<=16'h0000;data[15]<=16'h0000;end
	default:begin data[0]<=16'h1004;data[1]<=16'h0804;data[2]<=16'h0804;data[3]<=16'hffa4;data[4]<=16'h0224;data[5]<=16'h4224;data[6]<=16'h2224;data[7]<=16'h1424;data[8]<=16'h1424;data[9]<=16'h0824;data[10]<=16'h0824;data[11]<=16'h1424;data[12]<=16'h2404;data[13]<=16'h4204;data[14]<=16'h8214;data[15]<=16'h0008;end
endcase
end
endmodule
```

==> notes.org <==
* Flow results

** Final timing
- Of the available clock period, the critical path in the final layout requires 0.593.
- Rel. slew slack :: 0.352
- Worst Tran Pin Value :: 0.969 ns
- Final Hold Violating Endpoints :: 0
- The smallest clock period supported by the final layout is computed as 3.91 ns.
- Unrepaired setup endpoints after global routing :: false
- Total count of max-transition violations in the final report :: 0
- Per the timing report, the achievable frequency comes out to 256 MHz.
- Final-layout setup total negative slack :: 0 ns
- For this run, the final setup violation count is recorded as 0.
- Worst setup skew after layout :: 0.0195 ns

** Worst setup path
- For reference, the critical path cell chain is buf_4 -> ha_1 -> nand2_1 -> nor4_4 -> xnor2_2 -> buf_4 -> nor2_1 -> o21ai_0 -> a31oi_1.
- Critical Path Most Common Cell :: sky130_fd_sc_hd__buf_4
- Worst reg2reg endpoint :: data[5][2]
- Critical path startpoint category :: flip-flop
- Timing endpoint of the critical path :: data[5][2]
- Critical Path AT :: 4.20 ns
- Crit Path Max Fanout :: 49
- The worst register-to-register path depth is 9.
- Worst Setup Path Type :: flip-flop to flip-flop
- Kind of cell adding the most delay to the critical path :: simple AND/OR/NAND/NOR gates
- In this run the register-to-register setup slack is 2.69 ns.
- The data required time reported for the critical path is 6.89 ns.
- Endpoint type of the worst setup path :: flip-flop
- Together, buffers and inverters on the worst path number 2.
- Crit path from :: status[1]
- Per the timing report, the most critical flop-to-flop path originates at status[1].
- Critical path's largest stage delay :: 0.82 ns
- Walking the critical path from launch to capture passes 9 cell instances.
- Cell type of the slowest stage on the worst timing path :: sky130_fd_sc_hd__nor2_1

** Layout
- Per the cell usage report, the commonest logic cell in the layout is sky130_fd_sc_hd__dfxtp_1.
- The layout summary lists the proportion of cells stronger than drive strength 1 as 0.104.
- In this run the layout overhead on the synthesized area is reported as 14.1%.
- Leaving out fill and tap cells, the most frequent cells in the layout are sky130_fd_sc_hd__dfxtp_1, sky130_fd_sc_hd__nor2_1, sky130_fd_sc_hd__nand2_1, sky130_fd_sc_hd__a21oi_1, sky130_fd_sc_hd__o21ai_0.
- Finished layout cell area :: 11300 um^2

** Die
- The floorplan has 66 rows.
- Vertical extent of the die :: 184 um
- Die width :: 184 um
- Initial Util :: 0.306
- The floorplan step defined a core boundary enclosing 32500 um^2.
- During I/O placement, the number of pins put on the boundary was 25.
- Total die area :: 33900 um^2

** Clock network
- In this run, post-CTS repair resized a total of 0 instances.
- In this run the post-CTS setup repair buffer count came out at 0.
- Number of clock sinks seen by CTS :: 186
- Deepest level of the CTS H-tree :: 4
- Clock-pin slew on the worst setup and hold paths :: 0.08 ns
- Number of buffers inserted during clock tree synthesis :: 17
- Clock network latency to the later pin of the worst-skew pair :: 0.44 ns
- Quantity of hold-fixing buffers added after cts :: 0
- The clock passes through at most 2 buffers.
- Clock root buffer :: sky130_fd_sc_hd__clkbuf_16
- TritonCTS built the clock tree.

** GRT
- The initial antenna violation count is 1.
- The total overflow left after global routing is 0.
- Via count of the first global-routing pass :: 7953
- For this run, the total global-route usage over all layers was measured as 0.186.
- First-pass GRT wire length :: 46600 um
- Entering global routing, the biggest net connects 63 pins.

** Logic synthesis
- Counting flops with a built-in enable in the synthesized netlist gives 55.
- Cell count listed in synth_stat.txt :: 1118
- In this run the cell area of the synthesized design comes to 9940 um^2.
- Number of standard cells after synthesis :: 1118
- Post-synthesis register bit count :: 186
- Most common flop cell mapped by yosys :: sky130_fd_sc_hd__dfxtp_1
- Share of async-settable or async-resettable flops after synthesis :: 0
- Chip area from the yosys synthesis statistics :: 9940 um^2
- For this run, the register share of the synthesized area comes to 0.430.
- Distinct cell type count of the synthesized netlist :: 83
- Mean Syn Cell Area :: 8.89 um^2
- Yosys printed 4 warnings.

** Placement
- Detailed placement ended at an HPWL of 20200 um.
- Port buffering added 19 buffers.
- The post-placement cell area is 10700 um^2.
- The congestion estimate from routability-driven global placement came to 0.943.

** Min path
- The type recorded for the worst min-delay path is flip-flop to flip-flop.

** Run
- Max-cap violations :: 0
- Log Warnings :: 26

** Power and ir drop
- Worst supply voltage drop on vdd :: 0.179 mV
- Power per cell area :: 201 nW/um^2
- Static Leakage :: 3.54 nW

** Detailed routing
- The script logs the ratio of routed vias to standard cells as 5.36.
- Per the detail_route report, inserted antenna diodes total 0.
- In this run the remaining antenna-violating nets after routing total 0.
- Count of vias placed by the detailed router :: 8554
- Number of violations reported at the end of detailed-routing iteration 0 :: 930
- Initial DRT Pass Iterations :: 5
- After detailed routing, the average wire length per cell comes to 18.7 um.
- Remaining design rule violation count :: 0
- Final routed wirelength across all metal layers :: 29900 um

** Status
- Result of the run :: complete, no violations
[layer usage]
metal	part of all wire	GRT usage
met1	0.45	0.276
met2	0.43	0.265
met3	0.092	0.0541
met4	0.033	0.0570
met5	0.00043	0
[power breakdown]
group / internal [mW] / total [mW] / leakage, nW / switching (mW)
sequential: 1.19 / 1.20 / 1.58 / 0.00832
clock: 0.558 / 1.06 / 0.301 / 0.501
combinational: 0.00684 / 0.0175 / 1.66 / 0.0107
[metrics by stage]
| step | power (mW) | cells | util | hold slack, ns | setup WS (ns) |
|---|---|---|---|---|---|
| floorplan | 1.24 | 1176 | - | 0.418 | 3.92 |
| global route | 2.34 | 1595 | 0.349 | 0.500 | 2.52 |
| CTS | 2.30 | 1595 | 0.349 | 0.459 | 2.76 |
| global placement | 1.24 | 1563 | 0.330 | 0.446 | 2.90 |
| detailed placement | 1.24 | 1563 | 0.330 | 0.445 | 2.80 |
| finish | 2.28 | 1595 | 0.349 | 0.456 | 2.69 |
[how the worst min path moves through the flow]
stage / from / to / cells after the start / slack (ns)
after CTS: counter[11] / counter[11] / 1 / 0.46
after global routing: counter[11] / counter[11] / 1 / 0.50
final: counter[11] / counter[11] / 1 / 0.46
[state kept, by name, summed over array words and instances (netlist names)]
| name | count |
|---|---|
| counter | 12 |
| data | 119 |
| dotout | 15 |
| i | 32 |
| selout | 4 |
| status | 4 |
[area by class of cell]
class	count	area, um^2
well taps	442	553
clock inverters	11	111
inverters	24	92.6
fillers	3349	21200
clock buffers	21	493
multi-input cells	864	5420
flip-flops and latches	186	4280
repair buffers	47	400
[logic make-up (layout without fill, tap and decap cells)]
kind of cell | Yosys count | in the layout | synth area share
flops | 186 | 186 | 0.430
other cells | 2 | 60 | 0.000755
buf+inv | 126 | 103 | 0.0521
simple gates | 372 | 372 | 0.182
xor+xnor | 50 | 50 | 0.0463
mux | 41 | 41 | 0.0661
fa+ha+maj | 5 | 5 | 0.00629
compound gates | 336 | 336 | 0.216
[synthesized netlist by cell type (22+ instances only)]
master,count,area (um^2)
sky130_fd_sc_hd__nor3_1,30,150
sky130_fd_sc_hd__clkbuf_1,75,282
sky130_fd_sc_hd__xnor2_1,29,254
sky130_fd_sc_hd__edfxtp_1,55,1650
sky130_fd_sc_hd__o22ai_1,24,150
sky130_fd_sc_hd__inv_1,22,82.6
sky130_fd_sc_hd__o21ai_0,77,385
sky130_fd_sc_hd__nand2_1,99,372
sky130_fd_sc_hd__dfxtp_1,131,2620
sky130_fd_sc_hd__nor2_1,104,390
sky130_fd_sc_hd__a21oi_1,96,480
sky130_fd_sc_hd__nand3_1,38,190
Power is estimated from default activity; no workload was simulated.
