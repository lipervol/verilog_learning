==> ./config.mk <==
export PLATFORM = sky130hd
export DESIGN_NAME = steppluse
export DESIGN_NICKNAME = steppluse
export VERILOG_FILES = /design/flow/design.v
export SDC_FILE = /design/flow/constraint.sdc
export NUM_CORES = 4
export LEC_CHECK = 1
export CORE_AREA = 10 10 110 110
export DIE_AREA = 0 0 120 120
export SYNTH_HDL_FRONTEND = slang
==> ./run.sh <==
#!/bin/bash
# OpenROAD 26Q1-2900-gdf79404cd8, Yosys 0.63+post, stock flow scripts
make -C /OpenROAD-flow-scripts/flow DESIGN_CONFIG=/design/flow/config.mk WORK_HOME=/design/flow/orfs finish
==> ./design.v <==
module steppluse(P,M,Start,Stop,Step,Clk);
input Clk,Start,Stop,Step;
output P,M;
reg[3:0] M=4'b0011;
reg[3:0] P=4'b0000;
integer i=0;
always@(posedge Clk) begin
P[0]<=P[3];
P[3:1]<=P[2:0];
if(i==0) begin
if(~Start) begin
	P<=4'b0001;
end 
if(~Stop) begin
	P<=4'b0000;
end
if(~Step) begin
	P<=4'b0001;
	i=1;
end
end else begin
if(i==4) begin
	i=0;
	P<=4'b0000;
end
else begin
	i=i+1;
end
end
end
endmodule
==> ./constraint.sdc <==
current_design steppluse

set clk_period 5.8
set clk_io_pct 0.2

create_clock -name clk0 -period $clk_period [get_ports {Clk}]

set non_clock_inputs [all_inputs -no_clocks]
set_input_delay [expr $clk_period * $clk_io_pct] -clock clk0 $non_clock_inputs
set_output_delay [expr $clk_period * $clk_io_pct] -clock clk0 [all_outputs]
==> results.sh <==
# implementation run metrics
export IMPL_final_common_cell="edfxtp_1"
export IMPL_power_uw=669
export IMPL_critPathBufInv=1
export IMPL_cts_root_buf="clkbuf_8"
export IMPL_timing_max_cap_violations=0
export IMPL_rr_worst_depth=7
export IMPL_yosysWarnings=0
export IMPL_dpl_hpwl_um=2080
export IMPL_hold_start="P[2]$_DFF_P_"
export IMPL_dieWidth_um=120
export IMPL_drive_gt1_frac=0.0723
export IMPL_avgViaCountPerCell=3.90
export IMPL_synth_distinct_cells=29
export IMPL_rows=36
export IMPL_synth_async_reset_ratio=0
export IMPL_layout_setup_ws_ns=3.53
export IMPL_ys_flop_type="edfxtp_1"
export IMPL_syn_cell_area_mm2=0.00188
export IMPL_grt_max_degree=33
export IMPL_ir_worst_vdd_v=0.000123
export IMPL_path_class="reg2out"
export IMPL_area_leaders="edfxtp_1 51%, xnor2_1 12%, nand4_1 4.7%"
export IMPL_grt_ovfl_total=0
export IMPL_slew_headroom=0.642
export IMPL_top_cell_area_share=0.512
export IMPL_cp_depth=1
export IMPL_most_common_layout_cells="32 x edfxtp_1, 25 x xnor2_1, 15 x nand3_1, 14 x nand4_1, 8 x nor2_1"
export IMPL_drtPass1Iterations=4
export IMPL_power_leakage_uw=0.000713
export IMPL_die_area_mm2=0.0144
export IMPL_maxSlewViolCount=0
export IMPL_drtIter0Drc=90
export IMPL_synth_avg_cell_area_um2=12.1
export IMPL_drc=0
export IMPL_cts_max_path_buffers=2
export IMPL_fin_skew_ns=0.00640
export IMPL_area_growth_pct=14.8
export IMPL_grt_pass1_vias=1155
export IMPL_ioPinCount=12
export IMPL_cts_repair_resized=0
export IMPL_cp_start_kind="flip-flop"
export IMPL_fin_crit_ns=2.27
export IMPL_antenna_cells=0
export IMPL_max_freq_ghz=0.441
export IMPL_crit_chain="clkdlybuf4s50_1"
export IMPL_startpoint="P[3]$_DFF_P_"
export IMPL_min_path_cells=1
export IMPL_synth_top_cell_by_area="edfxtp_1"
export IMPL_tns_ns=0
export IMPL_place_ws_ns=3.27
export IMPL_setup_viol=0
export IMPL_htreeDepth=2
export IMPL_drt_total_wl_um=3020
export IMPL_synth_flops=36
export IMPL_tool_warnings=26
export IMPL_grt_first_pass_wirelength_um=5370
export IMPL_edf_count=32
export IMPL_cp_arrival_ns=1.11
export IMPL_slowest_delay_ns=0.48
export IMPL_gr_usage_all_layers=0.0438
export IMPL_critPathTopFamily="buffers and inverters"
export IMPL_clkTransAtPathRegs_ns=0.06
export IMPL_ys_cells=155
export IMPL_required_ns=4.64
export IMPL_clock_sink_count=36
export IMPL_crit_path_end_kind="output pin"
export IMPL_status="finished, final reports clean"
export IMPL_ys_area_mm2=0.00188
export IMPL_numCtsBuffers=5
export IMPL_cts_hold_buf=0
export IMPL_ant_nets=0
export IMPL_portBuffers=7
export IMPL_cts_tree="yes"
export IMPL_gp_congestion=0.766
export IMPL_rsz0062_at_grt="false"
export IMPL_power_density_mw_per_mm2=310
export IMPL_clkLatencyLatePin_ns=0.28
export IMPL_ys_seq_share=0.554
export IMPL_tightest_slew_ns=0.537
export IMPL_hold_violations=0
export IMPL_fin_crit_sh=0.391
export IMPL_dpl_cell_count=291
export IMPL_worstReg2RegStart="i[0]$_SDFFCE_PN1P_"
export IMPL_final_cells=299
export IMPL_hp_class="reg2reg"
export IMPL_syn_inst=155
export IMPL_wire_per_inst_um=10.1
export IMPL_dr_total_vias=1166
export IMPL_post_cts_setup_buffer_count=0
export IMPL_crit_path_top_delay_cell="clkdlybuf4s50_1"
export IMPL_antenna_found_initial=0
export IMPL_core_area_mm2=0.00977
export IMPL_critical_path_max_fanout=3
export IMPL_die_y_um=120
export IMPL_initCoreUtil=0.192
registers in the layout (all words and copies together), names as in the netlist:
register	count
P	4
i	32
logic make-up after synthesis:
group           synth area share
compound gates            0.0173
xor+xnor                   0.140
fa+ha+maj                 0.0133
buf+inv                   0.0366
flops                      0.554
mux                       0.0113
other cells              0.00400
simple gates               0.223
metrics by stage:
step | cell area (µm²) | hold slack (ns) | utilization
floorplan | 1890 | 0.430 | -
global placement | 2080 | 0.454 | 0.212
detailed placement | 2080 | 0.460 | 0.212
CTS | 2160 | 0.470 | 0.221
global route | 2160 | 0.488 | 0.221
finish | 2160 | 0.468 | 0.221
cell type report:
cell class                      count  area, µm²
Inverter                            4       15.0
Fill cell                        1037       7620
Tap cell                          133        166
Clock buffer                        7       76.3
Sequential cell                    36       1040
Clock inverter                      1       3.75
Multi-Input combinational cell    110        776
Timing Repair Buffer                8       77.6
worst paths after layout:
check / endpoint / slack [ns]
max: P[3] / 3.53
min: P[3]$_DFF_P_ / 0.47
max reg2reg: i[30]$_SDFFCE_PP0P_ / 3.65
min reg2reg: P[3]$_DFF_P_ / 0.47
layer usage:
| metal | up-vias | track usage | share of wire |
|---|---|---|---|
| met4 | 0 | 0.00603 | 0.016 |
| met2 | 21 | 0.0571 | 0.39 |
| li1 | 588 | - | - |
| met5 | - | 0 | 0 |
| met3 | 8 | 0.0171 | 0.060 |
| met1 | 549 | 0.0684 | 0.53 |
power breakdown:
part           switching, µW  internal (µW)
sequential              63.3            345
clock                   82.8           83.6
combinational           46.3           48.0
cell usage after synthesis (2+ instances only):
| cell type | count |
|---|---|
| buf_4 | 5 |
| and3_1 | 5 |
| ha_1 | 2 |
| xor2_1 | 5 |
| dfxtp_1 | 4 |
| nor4_1 | 6 |
| and2_1 | 3 |
| nand4_1 | 14 |
| nor2b_1 | 2 |
| nor3_4 | 2 |
| nand3_1 | 15 |
| edfxtp_1 | 32 |
| and4_1 | 2 |
| xnor2_1 | 25 |
| nor2_1 | 8 |
| a21boi_0 | 3 |
| conb_1 | 2 |
| nand2_1 | 6 |
| inv_1 | 4 |
No activity file was given, so power comes from the tool's default toggle rates.
