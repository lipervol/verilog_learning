`design.v`:
```
module halfadder(Ho,Co,Ai,Bi);
input Ai,Bi;
output Ho,Co;
assign Ho=(~Ai&Bi)|(Ai&~Bi);
assign Co=Ai&Bi;
endmodule
module fulladder(So,Co,Ai,Bi,Ci);
input Ai,Bi,Ci;
output So,Co;
assign So=(Ai&~Bi&~Ci)|(~Ai&Bi&~Ci)|(~Ai&~Bi&Ci)|(Ai&Bi&Ci);
assign Co=(Ai&Bi)|(Ai&Ci)|(Bi&Ci);
endmodule
module vadder(D,A,B,M);
input[3:0] A,B;
output D,M;
wire[7:0] D;
wire[3:0] M;
wire[15:0] P;
assign M[0]=1;
assign M[1]=0;
assign M[2]=0;
assign M[3]=0;
assign P[0]=A[0]&B[0];
assign P[1]=A[1]&B[0];
assign P[2]=A[0]&B[1];
assign P[3]=A[2]&B[0];
assign P[4]=A[1]&B[1];
assign P[5]=A[0]&B[2];
assign P[6]=A[3]&B[0];
assign P[7]=A[2]&B[1];
assign P[8]=A[1]&B[2];
assign P[9]=A[0]&B[3];
assign P[10]=A[3]&B[1];
assign P[11]=A[2]&B[2];
assign P[12]=A[1]&B[3];
assign P[13]=A[3]&B[2];
assign P[14]=A[2]&B[3];
assign P[15]=A[3]&B[3];
assign D[0]=P[0];
wire C1;
halfadder H0(D[1],C1,P[1],P[2]);
wire C21,C22,O21;
halfadder H1(O21,C21,P[3],P[4]);
fulladder F0(D[2],C22,P[5],O21,C1);
wire C31,C32,C33,O31,O32;
halfadder H2(O31,C31,P[6],P[7]);
fulladder F1(O32,C32,P[8],O31,C21);
fulladder F2(D[3],C33,P[9],O32,C22);
wire C41,C42,C43,O41,O42;
fulladder F3(O41,C41,P[11],P[10],C31);
fulladder F4(O42,C42,P[11],O41,C32);
halfadder H3(D[4],C43,C33,O42);
wire C51,C52,O51;
fulladder F5(O51,C51,P[14],P[13],C41);
fulladder F6(D[5],C52,O51,C42,C43);
fulladder F7(D[6],D[7],P[15],C51,C52);
endmodule
```
`run.sh`:
```
#!/bin/bash
# OpenROAD 26Q1-2900-gdf79404cd8, Yosys 0.63+post, stock flow scripts
make -C /OpenROAD-flow-scripts/flow DESIGN_CONFIG=/design/flow/config.mk WORK_HOME=/design/flow/orfs finish
```
`config.mk`:
```
export PLATFORM = sky130hd
export DESIGN_NAME = vadder
export DESIGN_NICKNAME = vadder
export VERILOG_FILES = /design/flow/design.v
export SDC_FILE = /design/flow/constraint.sdc
export NUM_CORES = 4
export LEC_CHECK = 1
export CORE_AREA = 10 10 70 70
export DIE_AREA = 0 0 80 80
export SYNTH_HDL_FRONTEND = slang
```
`constraint.sdc`:
```
current_design vadder

set clk_period 5.0
set clk_io_pct 0.2

create_clock -name clk0 -period $clk_period

set non_clock_inputs [all_inputs -no_clocks]
set_input_delay [expr $clk_period * $clk_io_pct] -clock clk0 $non_clock_inputs
set_output_delay [expr $clk_period * $clk_io_pct] -clock clk0 [all_outputs]
```
==> impl_metrics.toml <==
# generated from flow reports
[die]
die_h_um = 80
boundaryPins = 20
die_x_um = 80
rows = 21
fp_util_pct = 13.0
coreArea_sq_um = 3420
die_area_sq_um = 6400

[finish]
flop-count = 0
fillCellCount = 392
most-common-layout-cells = "10 x inv_1, 10 x clkdlybuf4s50_1, 9 x and2_1, 9 x buf_4, 5 x nand2_1"
seq_area_sq_um = 0
combGateArea_sq_um = 360
n_clock_buffer = 0
syn_to_final_growth_pct = 51.7
fin_area_sq_um = 676
layout-drive-gt1-share_pct = 23.6

[global_route]
grt_pass1_vias = 380
grt_start_max_net_pins = 5
gr-total-overflow = 0
grt_first_pass_wirelength_mm = 1.65
grt_usage_pct = 3.12
antenna_found_initial = 0

[synthesis]
topCellsByArea = "fa_1 27%, buf_4 19%, and2_1 13%"
synth_area_sq_um = 445
ys_cells = 56
aoi_share_pct = 1.12
xor_share_pct = 7.87
synth_seq_share_pct = 0
ys_warn_count = 0
adder_share_pct = 40.7
top_logic_kind = "adder cells"
synth_top_cell_by_area = "fa_1"
synthMuxAreaShare_pct = 0
synth_top_area_share_pct = 27.0
ys_sh_simple_pct = 21.6
yosysUniqueCellTypes = 14
avgSynthCellArea_sq_um = 7.95
yosysChipArea_sq_um = 445
netlist_instances = 56

[setup_path]
crit_buf_inv = 5
critical_path.endpoint_type = "output pin"
cp_max_fo = 2
critPathRequiredTime_ns = 4.00
startpoint_type = "primary input"
critical-path-max-stage-delay_ns = 0.49
crit_arrival_ns = 3.84
crit_chain = "clkdlybuf4s50_1, and2_1, ha_1, inv_1, fa_1, inv_1, fa_2, ha_4, fa_2, buf_4, nor2b_2, o21ai_1, dlygate4sd2_1"
crit_family = "adder cells"
crit_slowest_cell = "fa_1"
critical_path_class = "primary input to output pin"

[final_timing]
grt_setup_unrepaired = "no"
finalSetupViolations = 0
drv_slew = 0
finalHoldViolCount = 0
max_freq_mhz = 207
period_needed_ns = 4.84
finalCritPeriodShare_pct = 96.7

[placement]
place_area_sq_um = 641
port_buffers = 16
dp_hpwl_um = 888
place.gp.congestion = 0.798

[run]
tool_warnings = 32
cap_viol_max_count = 0

[drt]
wire_per_inst_um = 8.13
drc = 0
antenna_cells = 0
drt_iter0_drc = 0
ant_nets = 0
wirelength_um = 959
drt_pass1_iterations = 1
vias = 348
vias_per_cell = 2.95

[power]
p_leak_nw = 0.328
total_power_w = 0.0000704
p_per_area_nw_per_um2 = 104
ir_drop_mv = 0.0211

[status]
run_status = "finished, final reports clean"

[worst_hold_path]
min_path_type = "primary input to output pin"

[clock_tree]
ctsHoldBuffers = 0
-- per-layer routing --
metal	GRT usage, %	part of all wire, %	vias to the layer above
met3	0.795	5.7	0
li1	-	-	180
met2	6.50	59	6
met5	0	0	-
met1	3.10	35	162
met4	0	0	0
-- cell families (layout without fill, tap and decap cells) --
group / count (synthesis) / count (layout)
and+or+nand+nor: 17 / 17
xor gates and xnor gates: 4 / 4
adders and majority gates: 11 / 11
buffers and inverters: 21 / 35
AOI/OAI and AO/OA: 1 / 1
other: 2 / 4
-- cells in the mapped netlist --
| cell type | count |
|---|---|
| inv_1 | 10 |
| nor2b_1 | 1 |
| xnor2_1 | 3 |
| and2_4 | 1 |
| nand2b_1 | 1 |
| maj3_2 | 1 |
| o21ai_0 | 1 |
| and2_1 | 9 |
| buf_4 | 11 |
| fa_1 | 6 |
| ha_1 | 4 |
| nand2_1 | 5 |
| xor2_1 | 1 |
| conb_1 | 2 |
-- timing repair --
item                       in CTS  in global routing
pin swaps                       3                  2
setup endpoints to repair       3                  3
setup buffers                   2                  0
gates resized                   9                  6
-- tightest hold or removal path, stage by stage --
cell	delay [ns]
clkdlybuf4s50_1	0.43
nand2_1	0.12
xnor2_1	0.09
clkbuf_2	0.09
-- where the power goes --
part           internal, W  switching (W)   total, W
Combinational    0.0000456      0.0000248  0.0000704
Clock                    0              0          0
Sequential               0              0          0
Total            0.0000456      0.0000248  0.0000704
-- path summary, 6_finish.rpt --
kind / from / end / slack [ns] / depth (start not counted)
min: B[3] / D[6] / 2.73 / 4
max: A[3] / D[7] / 0.16 / 13
-- per-stage QoR --
step / instances / hold WS (ns) / setup TNS [ns] / util [%] / worst slack [ns]
after floorplan: 58 / 2.07 / 0 / - / 0.594
after global placement: 116 / 3.03 / -0.606 / 18.8 / -0.374
after detailed placement: 116 / 3.03 / -0.643 / 18.8 / -0.385
after CTS: 118 / 2.83 / 0 / 19.5 / 0.00766
after global routing: 118 / 2.79 / 0 / 19.8 / 0.0301
final: 118 / 2.73 / 0 / 19.8 / 0.164
-- cell type report --
| type | count | area share [%] |
|---|---|---|
| Multi-Input combinational cell | 37 | 53.3 |
| Timing Repair Buffer | 25 | 32.6 |
| Tap cell | 46 | 8.52 |
| Inverter | 10 | 5.56 |
Power figures rest on the tool's default switching activity, not on a simulated workload.
